`/design/flow/run.sh`:
```
#!/bin/bash
# OpenROAD 26Q1-2900-gdf79404cd8, Yosys 0.63+post, stock flow scripts
make -C /OpenROAD-flow-scripts/flow DESIGN_CONFIG=/design/flow/config.mk WORK_HOME=/design/flow/orfs finish
```
`/design/flow/design.v`:
```
module ALU_addsub #(parameter data_width = 16) (
	input [data_width - 1 : 0] A, 
	input [data_width - 1 : 0] B, 
	input [3 : 0] FuncCode,
       	output reg [data_width - 1: 0] C,
       	output reg OverflowFlag);
initial begin
	C = 0;
	OverflowFlag = 0;
end   	
always @(*) begin
	case (FuncCode)
	4'b0000 : begin
		C = A + B;
		OverflowFlag = (~A[data_width-1] & ~B[data_width-1] & C[data_width-1]) | (A[data_width-1] & B[data_width-1] & ~C[data_width-1]) ;
	end
	4'b0001 : begin 
		C = A - B;
		OverflowFlag = (~A[data_width-1] & B[data_width-1] & C[data_width-1]) | (A[data_width-1] & ~B[data_width-1] & ~C[data_width-1]) ;
	end
	default : begin
		C = A;
		OverflowFlag = 1;
	end
	endcase
end
endmodule
module ALU_bitwise #(parameter data_width = 16) (
	input [data_width - 1 : 0] A, 
	input [data_width - 1 : 0] B, 
	input [3 : 0] FuncCode,
       	output reg [data_width - 1: 0] C,
       	output reg OverflowFlag);
initial begin
	C = 0;
	OverflowFlag = 0;
end   	
always @(*) begin
	case (FuncCode)
	4'b0011 : begin 
		C = ~A;
		OverflowFlag = 0;
	end
	4'b0100 : begin 
		C = A & B;
		OverflowFlag = 0;
	end
	4'b0101 : begin 
		C = A | B;
		OverflowFlag = 0;
	end
	4'b0110 : begin 
		C = ~(A & B);
		OverflowFlag = 0;
	end
	4'b0111 : begin 
		C = ~(A | B);
		OverflowFlag = 0;
	end
	4'b1000 : begin 
		C = A ^ B;
		OverflowFlag = 0;
	end
	4'b1001 : begin 
		C = A ^~ B;
		OverflowFlag = 0;
	end
	default : begin
		C = A;
		OverflowFlag = 1;
	end
	endcase
end
endmodule
module ALU_shift #(parameter data_width = 16) (
	input signed [data_width - 1 : 0] A, 
	input signed [data_width - 1 : 0] B, 
	input [3 : 0] FuncCode,
       	output reg signed [data_width - 1: 0] C,
       	output reg OverflowFlag);
initial begin
	C = 0;
	OverflowFlag = 0;
end   	
always @(*) begin
	case (FuncCode)
	4'b1010 : begin
		C = A << 1;
		OverflowFlag = 0 ;
	end
	4'b1011 : begin 
		C = A >> 1;
		OverflowFlag = 0;
	end
	4'b1100: begin
		C = A <<< 1;
		OverflowFlag = 0;
	end
	4'b1101: begin
		C = A >>> 1;
		OverflowFlag = 0;
	end
	default : begin
		C = A;
		OverflowFlag = 1;
	end
	endcase
end
endmodule
module ALU_others #(parameter data_width = 16) (
	input [data_width - 1 : 0] A, 
	input [data_width - 1 : 0] B, 
	input [3 : 0] FuncCode,
       	output reg [data_width - 1: 0] C,
       	output reg OverflowFlag);
initial begin
	C = 0;
	OverflowFlag = 0;
end   	
always @(*) begin
	case (FuncCode)
	4'b0010 : begin
		C = A;
		OverflowFlag = 0 ;
	end
	4'b1110 : begin 
		C = ~A + 16'h1;
		OverflowFlag = 0;
	end
	4'b1111: begin
		C = 0;
		OverflowFlag = 0 ;
	end
	default : begin
		C = A;
		OverflowFlag = 1;
	end
	endcase
end
endmodule
module ALU #(parameter data_width = 16) (
	input [data_width - 1 : 0] A, 
	input [data_width - 1 : 0] B, 
	input [3 : 0] FuncCode,
       	output reg [data_width - 1: 0] C,
       	output reg OverflowFlag);
wire [data_width-1:0] C_addsub;
wire OverflowFlag_addsub;
ALU_addsub #(16) alu_addsub (
	.A(A),
	.B(B),	
	.FuncCode(FuncCode),
	.C(C_addsub),
	.OverflowFlag(OverflowFlag_addsub)
);
wire [data_width-1:0] C_bitwise;
wire OverflowFlag_bitwise;
ALU_bitwise #(16) alu_bitwise (
	.A(A),
	.B(B),	
	.FuncCode(FuncCode),
	.C(C_bitwise),
	.OverflowFlag(OverflowFlag_bitwise)
);
wire [data_width-1:0] C_shift;
wire OverflowFlag_shift;
ALU_shift #(16) alu_shift (
	.A(A),
	.B(B),	
	.FuncCode(FuncCode),
	.C(C_shift),
	.OverflowFlag(OverflowFlag_shift)
);
wire [data_width-1:0] C_others;
wire OverflowFlag_others;
ALU_others #(16) alu_others (
	.A(A),
	.B(B),	
	.FuncCode(FuncCode),
	.C(C_others),
	.OverflowFlag(OverflowFlag_others)
);
initial begin
	C = 0;
	OverflowFlag = 0;
end   	
always @(*) begin
	case (FuncCode)
	4'b0000 : begin
		C = C_addsub;
		OverflowFlag = OverflowFlag_addsub;
	end
	4'b0001 : begin 
		C = C_addsub;
		OverflowFlag = OverflowFlag_addsub;
	end
	4'b0011 : begin 
		C = C_bitwise;
		OverflowFlag = OverflowFlag_bitwise;
	end
	4'b0100 : begin 
		C = C_bitwise;
		OverflowFlag = OverflowFlag_bitwise;
	end
	4'b0101 : begin 
		C = C_bitwise;
		OverflowFlag = OverflowFlag_bitwise;
	end
	4'b0110 : begin 
		C = C_bitwise;
		OverflowFlag = OverflowFlag_bitwise;
	end
	4'b0111 : begin 
		C = C_bitwise;
		OverflowFlag = OverflowFlag_bitwise;
	end
	4'b1000 : begin 
		C = C_bitwise;
		OverflowFlag = OverflowFlag_bitwise;
	end
	4'b1001 : begin 
		C = C_bitwise;
		OverflowFlag = OverflowFlag_bitwise;
	end
	4'b1010 : begin
		C = C_shift;
		OverflowFlag = OverflowFlag_shift;
	end
	4'b1011 : begin 
		C = C_shift;
		OverflowFlag = OverflowFlag_shift;
	end
	4'b1100: begin
		C = C_shift;
		OverflowFlag = OverflowFlag_shift;
	end
	4'b1101: begin
		C = C_shift;
		OverflowFlag = OverflowFlag_shift;
	end
	4'b0010 : begin
		C = C_others;
		OverflowFlag = OverflowFlag_others;
	end
	4'b1110 : begin 
		C = C_others;
		OverflowFlag = OverflowFlag_others;
	end
	4'b1111: begin
		C = C_others;
		OverflowFlag = OverflowFlag_others;
	end
	default : begin
		C = A;
		OverflowFlag = 1;
	end
	endcase
end
endmodule
```
`/design/flow/config.mk`:
```
export PLATFORM = sky130hd
export DESIGN_NAME = ALU
export DESIGN_NICKNAME = ALU
export VERILOG_FILES = /design/flow/design.v
export SDC_FILE = /design/flow/constraint.sdc
export NUM_CORES = 4
export LEC_CHECK = 1
export CORE_UTILIZATION = 40
```
`/design/flow/constraint.sdc`:
```
current_design ALU

set clk_period 5.6
set clk_io_pct 0.2

create_clock -name clk0 -period $clk_period

set non_clock_inputs [all_inputs -no_clocks]
set_input_delay [expr $clk_period * $clk_io_pct] -clock clk0 $non_clock_inputs
set_output_delay [expr $clk_period * $clk_io_pct] -clock clk0 [all_outputs]
```
==> results.txt <==
Implementation status.

- The hold path startpoint is FuncCode[0].
- For this design the top-level I/O count stands at 53.
- The total power is approximately 0.44 mW.
- The number of buffers and inverters on the critical path is 5.
- The time the final worst path needs with I/O delays and setup is 5.43 ns.
- The number of global-route vias before repair is 4337.
- The share of cells above drive strength 1 is 8.91%.
- The share of power burned in the clock network is 0%.
- The setup TNS is 0 ns.
- The effective utilization at floorplan is 41.6%.
- The sequential cell count is 0.
- STA classifies the critical path startpoint as an input pin.
- The share of total power dissipated in combinational logic is 100.0%.
- The transition time of the tightest slew-check pin is 0.761 ns.
- The combined flip-flop and latch cell area is 0 sq um.
- The most frequent standard cell in the layout excluding fill and tap cells is sky130_fd_sc_hd__a21oi_1.
- Per STA, the worst path is made up of clkdlybuf4s50_1 > inv_1 > ha_1 > inv_2 > a2111oi_2 > inv_1 > o211ai_1 > nor3_1 > o311a_1 > a211o_1 > clkdlybuf4s50_1.
- The filler-free cell count of the finished design is between 700 and 800.
- From the final report, the count of setup violators was given as 0.
- Of all nets on the critical path, the largest fanout is 6.
- The number of antenna diodes in the final layout is 0.
- Detailed-route iteration 0 reported a violation count of approximately 330.
- Buffers inserted to repair hold after CTS numbered 0.
- Leaving out fill and tap cells, the most frequent cells in the layout are sky130_fd_sc_hd__a21oi_1 (60), sky130_fd_sc_hd__ha_1 (56), sky130_fd_sc_hd__nor2_1 (55), sky130_fd_sc_hd__nand2_1 (53), sky130_fd_sc_hd__clkdlybuf4s50_1 (51).
- Per the run report, area growth between synthesis and finish was 20.5%.
- Recorded from the global router log, the overflow total was 0.
- The path type of the worst min-delay path is in -> out.
- The congestion estimate from routability-driven global placement came to 0.957.
- The global-route wire length before repair is roughly 23000 microns.
- Hold-check failures listed in the final report amount to 0.
- The stage-log warning count is 71.
- The cell-internal power is about 0.2 mW.
- The chip area is between 10000 and 15000 sq um.
- The worst setup path is captured at a primary output.
- According to the floorplan report, the die height is 100 microns.
- In the routed layout, each cell is associated on average with a via count of 5.92.
- The average size of a mapped cell is 6.41 sq um.
- The synthesis report lists the Yosys warning total as 5.
- The placed cell area is 4650 sq um.
- The worst VDD IR drop from the latest analysis is 0.0434 mV.
- The timing report gives the biggest stage delay along the critical path as 0.58 ns.
- The DRC violation total left in the routed layout is recorded as 0.
- The net switching component of the power is 0.243 mW.
- The leakage power is 1.99 nW.
- Synthesis instantiated 64 different standard cells from the library.
- The relative contribution of sequential cells to total power is 0%.
- The report gives the cell count of the worst hold path as 4.
- The final layout contains routed wiring with a total length of 14400 microns.
- The HPWL after detailed placement is 10800 microns.
- The worst pin sits at a relative slew slack of 49.3%.
- The area recorded from the Yosys report for this design is around 3900 sq um.
- The horizontal die dimension reported for this design is 100 microns.
- The detailed router placed 4616 vias in this run.
- The fill cell total of the finished layout is roughly 970.
- The number of nets still failing antenna checks after routing is 0.
- Per Yosys stat, the portion of area used by sequential elements is 0%.
- The maximum number of pins on one net before global-route repair is between 60 and 70.
- The number of antenna violations at the first check in global routing is 0.
- The switching portion of total power comes to a little over half.
- The cell total in the yosys stat output is 605.
- The critical path start-end classification is in -> out.
- The slowest stage of the critical path is the sky130_fd_sc_hd__clkdlybuf4s50_1 cell.
- The placement report lists the number of port buffers as 53.
- The flow ran to the end, and the final reports show no timing, DRC or antenna violations.
- The iteration tally of the first detailed-router pass is 5.
- Global routing used ~30% of the available tracks.
- The routed length per placed instance is 18.5 microns.
- Setup repair after global routing left no endpoint under its margin.
- The number of violations of the max-capacitance limit is 0.
- In the hold report, the worst path ends at C[0].
- The row count is 35.
- The kind of cell with the highest combined delay along the critical path is buffers and inverters.
- The number of clock buffer instances in the layout is 0.
- The endpoint required time on the critical path is 4.48 ns.
- After floorplanning, the core was sized to cover a little over 9000 sq um.
- The power density over the cells is 94.8 nW/um^2.
- The worst setup timing slack at the placement stage is 0.165 ns.
- The highest achievable clock rate is approximately 180 MHz.
- The least setup slack across all paths after layout is roughly 0.17 ns.
- The area of all placed cells without fillers is between 4000 and 5000 sq um.
- The arrival time of data at the worst endpoint is listed as 4.31 ns.
- The final max-slew violation count recorded for this run is 0.
- The final worst-path cycle share is 97.0%.
- The cell count after synthesis came out at 605.
- The netlist area before placement is roughly 3900 sq um.
- After detailed placement, the design holds a cell count of 779.
## routing by layer
| layer | track usage [%] | vias up | wire (microns) |
|---|---|---|---|
| li1 | - | 2284 | - |
| met1 | 43.1 | 2117 | 6610 |
| met2 | 47.0 | 183 | 6430 |
| met3 | 1.97 | 32 | 955 |
| met4 | 9.03 | 0 | 439 |
| met5 | 0 | - | 0 |
## tightest hold or removal path: stages
cell and delay [ns]:
sky130_fd_sc_hd__buf_2 0.12, sky130_fd_sc_hd__clkinv_1 0.35, sky130_fd_sc_hd__o21ai_0 0.17, sky130_fd_sc_hd__clkdlybuf4s50_1 0.40
## kinds of logic after synthesis
kind of cell | Yosys count | synth area share, %
and+or+nand+nor | 183 | 22.0
muxes | 22 | 5.77
AOI/OAI and AO/OA | 216 | 35.8
xor gates and xnor gates | 34 | 7.68
buffers and inverters | 92 | 9.61
adders and majority gates | 58 | 19.1
## power by group through the flow
stage | registers [mW] | clock network, mW | logic (mW)
after CTS | 0 | 0 | 0.435
after global routing | 0 | 0 | 0.488
final | 0 | 0 | 0.443
## metrics by stage
step / util, % / hold WS, ns
2_1_floorplan: - / 2.34
3_3_place_gp: 49.8 / 3.26
3_5_place_dp: 49.8 / 3.26
4_1_cts: 49.8 / 3.27
5_1_grt: 50.1 / 3.33
6_report: 50.1 / 3.28
## area by class of cell
type | count | area (sq um) | area share [%]
Multi-Input combinational cell | 513 | 3530 | 75.5
Tap cell | 129 | 161 | 3.45
Timing Repair Buffer | 92 | 813 | 17.4
Inverter | 46 | 173 | 3.69
## cell usage after synthesis, types with 5 or more instances
master	number	area share, %
sky130_fd_sc_hd__o21ai_0	41	5.3
sky130_fd_sc_hd__inv_1	43	4.2
sky130_fd_sc_hd__o21bai_1	7	1.4
sky130_fd_sc_hd__a21oi_1	61	7.9
sky130_fd_sc_hd__and3_1	6	0.97
sky130_fd_sc_hd__o221ai_1	7	1.6
sky130_fd_sc_hd__o22ai_1	20	3.2
sky130_fd_sc_hd__clkbuf_1	29	2.8
sky130_fd_sc_hd__o211ai_1	15	2.9
sky130_fd_sc_hd__nor2_1	55	5.3
sky130_fd_sc_hd__nand3_1	15	1.9
sky130_fd_sc_hd__nor2b_1	6	0.97
sky130_fd_sc_hd__buf_2	10	1.3
sky130_fd_sc_hd__nand2b_1	11	1.8
sky130_fd_sc_hd__mux2i_1	19	4.9
sky130_fd_sc_hd__xnor2_1	30	6.8
sky130_fd_sc_hd__buf_1	5	0.48
sky130_fd_sc_hd__a31oi_1	12	1.9
sky130_fd_sc_hd__a22oi_1	11	2.1
sky130_fd_sc_hd__ha_1	56	18
sky130_fd_sc_hd__nand2_1	53	5.1
sky130_fd_sc_hd__nor3_1	16	2.1
## worst max-delay path by stage
stage | from | end | slack [ns] | cells after the start
finish | A[9] | C[14] | 0.17 | 11
global route | A[9] | C[14] | 0.00003 | 11
CTS | A[1] | OverflowFlag | 0.16 | 11
## timing repair
| item | 4_1_cts | 5_1_grt |
|---|---|---|
| setup buffers | 0 | 1 |
| endpoints found under the setup margin | 0 | 4 |
| resized | 0 | 4 |
Power is estimated from default activity; no workload was simulated.
